--- flow/run.sh ---
#!/bin/bash
# OpenROAD 26Q1-2900-gdf79404cd8, Yosys 0.63+post, stock flow scripts
make -C /OpenROAD-flow-scripts/flow DESIGN_CONFIG=/design/flow/config.mk WORK_HOME=/design/flow/orfs finish
--- flow/config.mk ---
export PLATFORM = sky130hd
export DESIGN_NAME = nic
export DESIGN_NICKNAME = nic
export VERILOG_FILES = /design/flow/design.v
export SDC_FILE = /design/flow/constraint.sdc
export NUM_CORES = 4
export LEC_CHECK = 1
export CORE_UTILIZATION = 40
--- flow/constraint.sdc ---
current_design nic

set clk_period 8.4
set clk_io_pct 0.2

create_clock -name clk0 -period $clk_period [get_ports {clk}]

set non_clock_inputs [all_inputs -no_clocks]
set_input_delay [expr $clk_period * $clk_io_pct] -clock clk0 $non_clock_inputs
set_output_delay [expr $clk_period * $clk_io_pct] -clock clk0 [all_outputs]
--- flow/design.v ---
module nic (
    input wire clk,                    
    input wire reset,                  
    input wire [1:0] addr,             
    input wire [63:0] d_in,            
    output reg [63:0] d_out,           
    input wire nicEn,                  
    input wire nicWrEn,                
    output wire net_so,                
    input wire net_ro,                 
    output wire [63:0] net_do,         
    input wire net_polarity,           
    input wire net_si,                 
    output wire net_ri,                
    input wire [63:0] net_di           
);
    reg [63:0] noc_buffer, nic_buffer;
    reg noc_sr, nic_sr;
    always @(*) begin
        if (!nicEn) begin
            d_out = 64'd0;   
        end else begin
            case (addr)
                2'b00: d_out = nic_buffer;           
                2'b01: begin
                    d_out[62:0] = 63'd0;             
                    d_out[63] = nic_sr;              
                end
                2'b10: d_out = noc_buffer;           
                default: begin
                    d_out[62:0] = 63'd0;             
                    d_out[63] = noc_sr;              
                end
            endcase
        end
    end
    assign net_so = noc_sr && noc_buffer[0] != net_polarity;   
    assign net_do = noc_buffer;                                  
    assign net_ri = !nic_sr;                                      
    always @(posedge clk) begin
        if (reset) begin
            noc_sr <= 1'b0;
            nic_sr <= 1'b0;
            noc_buffer <= 64'd0;     
            nic_buffer <= 64'd0;     
        end else begin
            if (!noc_sr && nicEn && nicWrEn && addr == 2'b10) begin
                noc_buffer <= d_in;
                noc_sr <= 1'b1;     
            end
            if (net_ro && (noc_buffer[0] != net_polarity) && noc_sr) begin
                noc_sr <= 1'b0;     
            end
            if (net_si && !nic_sr) begin
                nic_buffer <= net_di;
                nic_sr <= 1'b1;     
            end
            if ((!nicWrEn && addr == 2'b00)  && nicEn && nic_sr) begin
                nic_sr <= 1'b0;     
            end
        end
    end
endmodule
==> GITHUB_STEP_SUMMARY <==
### Metrics collected by this job

| Metric | Value |
|---|---|
| Status | finished clean |
| Internal | 1.188 mW |
| IO Pins | 267 |
| Most used DFF post-synth | dfxtp_1 |
| Worst-Skew Late Latency | 0.41 ns |
| Ys async rst share | 0% |
| CP Class | primary input to output port |
| Worst min path class | flop to flop |
| CTS tree | done |
| Tool warnings | 28 |
| Leak pwr | 3.232 nW |
| Met3 wire length | 1551 um |
| Postcts setup bufs | 0 |
| Worst path cell trace | clkdlybuf4s50_1 > and3b_2 > buf_4 > a22o_1 > clkdlybuf4s50_1 |
| CP dominant cell by count | clkdlybuf4s50_1 |
| Worst Tran Pin Value | 0.8312 ns |
| Worst slew margin | 44.59% |
| Synth Cell Area | 5871 um^2 |
| Vias in the first global route | 5,006 |
| Quantity of hold-fixing buffers added after cts | 0 |
| Cell Rows | 43 |
| Worst setup margin | 2.996 ns |
| Hold Fails Final Rpt | 0 |
| Max_cap viols | 0 |
| Flop pwr share | 43.0% |
| Peak VDD IR | 0.0001318 V |
| Yosys stat area | 5871 um^2 |
| Top cell family by delay on the critical path | buffers and inverters |
| CTS Buf Count | 17 |
| Fin. max-slew vios | 0 |
| Core Region | 14,100 um^2 |
| Die H | 123.1 um |
| Top-area cell share | 44.33% |
| Clock net sink count | 130 |
| Cell taking the most area after synthesis | dfxtp_1 |
| Ant diodes | 0 |
| Via density per instance | 4.981 |
| Crit path DAT | 3.72 ns |
| Post-route DRC | 0 |
| # Cells Yosys | 648 |
| Top-count cell post-synth | dfxtp_1 |
| CTS H-Tree Depth | 4 |
| Gr usage total | 23.63% |
| CP Data Required Time | 6.72 ns |
| Setup crit end kind | output port |
| Top cells by area | dfxtp_1 44%, nand2b_1 14%, mux2i_1 11%, a22o_1 9.4%, nand2_1 8.2% |
| Clk buf depth | 2 |
| P per Cell Area | 169.6 nW/um^2 |
| First-pass GRT wire length | 26,740 um |
| M1 WL | 7842 um |
| Crit-path max cell delay | 0.57 ns |
| Critical-path top delay cell | buf_4 |
| Max Fclk | 185.1 MHz |
| Critical Path Start Type | primary input |
| Max Used Layer | met4 |
| Initial drt markers | 257 |
| First-pass iteration count of the detailed router | 4 |
| Root buffer cell | clkbuf_16 |
| Die W | 123.1 um |
| Yosys reg bits | 130 |
| Skew final | 0.007365 ns |
| Layout cell share with drive strength beyond 1 | 5.011% |
| Combinational Power Share | 11.7% |
| Vias | 5,370 |
| Syn Inst Count | 648 |
| TNS Setup | 0 ns |
| Layout area overhead | 54.16% |
| Routed wl met2 | 8217 um |
| Worst path bufs/invs | 3 |
| DP Wirelength | 12,180 um |
| Final antenna-violating net count | 0 |
| Fillers | 1,097 |
| Routed WL per cell | 16.47 um |
| Setup violators final | 0 |
| Switch share | 22.59% |
| Largest net degree at the start of global routing | 105 |
| Port buffer count | 266 |
| Pre-CTS setup slack | 2.995 ns |
| Crit share post-route | 64.33% |
| Syn Area/Cell | 9.060 um^2 |
| Final WL | 17,750 um |
| CP Max Fanout | 65 |
| Count of library flops with an enable pin | 0 |
| Seq/Total Area, Yosys | 44.33% |
| RSZ-0062 raised after global routing | false |
| GR Overflow Total | 0 |
| Synth Warn # | 1 |
| Reg clk slew, reported paths | 0.05 ns |
| Die ar. | 15,160 um^2 |
| Tmin final | 5.404 ns |
| # resized after CTS | 0 |
| P_sw | 0.3468 mW |
| Gpl congestion | 0.8669 |
| Initial antenna violation count | 0 |
| Core Util at FP | 41.65% |
| Commonest cells post-synth | 130 x dfxtp_1, 129 x nand2b_1, 128 x nand2_1 |
| Clock share of power | 45.4% |
| Unique cell types | 21 |
[cell type report]
cell class              count  area [um^2]  share of cell area (%)
clock buffers              23        488.0                   5.392
multi-input cells         460         2927                   32.34
flip-flops and latches    130         2603                   28.76
well taps                 180        225.2                   2.489
clock inverters             9        80.08                  0.8848
inverters                   2        7.507                 0.08295
repair buffers            274         2720                   30.06
[final timing paths]
| check | from | to | slack [ns] | cells after the start |
|---|---|---|---|---|
| max | addr[1] | d_out[44] | 3.00 | 5 |
| min | nic_buffer[27] | nic_buffer[27] | 0.45 | 2 |
| max reg2reg | nic_sr | nic_buffer[26] | 6.54 | 4 |
| min reg2reg | nic_buffer[27] | nic_buffer[27] | 0.45 | 2 |
[power by group through the flow]
| stage | Sequential, mW | Clock, mW | Combinational [mW] |
|---|---|---|---|
| 4_1_cts | 0.660 | 0.709 | 0.180 |
| 5_1_grt | 0.662 | 0.742 | 0.196 |
| 6_report | 0.660 | 0.696 | 0.179 |
[kinds of logic after synthesis]
logic type / synth area share (%)
and+or+nand+nor: 22.80
AOI/OAI and AO/OA: 15.22
xor gates and xnor gates: 0.1492
DFF: 44.33
muxes: 11.30
buffers and inverters: 6.202
[metrics by stage]
stage | total power [mW] | cell area [um^2] | utilization (%) | std cells | hold WS, ns
after floorplan | 0.7473 | 5871 | - | 648 | 0.4334
after global placement | 0.8487 | 8482 | 60.17 | 1046 | 0.4420
after detailed placement | 0.8512 | 8482 | 60.17 | 1046 | 0.4492
after CTS | 1.549 | 9050 | 64.20 | 1078 | 0.4564
after global routing | 1.600 | 9050 | 64.20 | 1078 | 0.4675
final | 1.535 | 9050 | 64.20 | 1078 | 0.4538
[registers in the layout, summed over array words and instances, names as in the netlist]
signal,count
nic_buffer,64
noc_sr,1
nic_sr,1
noc_buffer,64
[worst reg2reg max path: stages (launching register included)]
cell	delay (ns)
dfxtp_1	0.49
nand2b_2	0.48
buf_4	0.51
nand2_1	0.16
a21oi_1	0.16
[placed cells by master (no fill, tap or decap)]
cell type / count
nor3b_4: 1
dfxtp_1: 130
a211oi_1: 1
clkdlybuf4s50_1: 265
clkinv_2: 4
a22o_1: 63
clkbuf_1: 2
clkinvlp_4: 4
buf_4: 9
nand2_1: 128
and2_1: 2
clkbuf_16: 17
nor2_1: 1
nor2b_4: 1
nand2b_1: 128
a311oi_1: 1
and3b_2: 1
mux2i_1: 64
inv_1: 2
mux4_2: 1
nor3b_2: 1
clkbuf_8: 4
bufinv_16: 1
xor2_1: 1
a21oi_1: 65
nand2b_2: 1
[layer usage]
| layer | track usage, % | vias up |
|---|---|---|
| met5 | 0 | - |
| met1 | 34.04 | 2488 |
| met2 | 37.19 | 208 |
| met3 | 7.109 | 11 |
| met4 | 2.259 | 0 |
| li1 | - | 2663 |
Power is estimated from default activity; no workload was simulated.
